===== run.sh =====
#!/bin/bash
# OpenROAD 26Q1-2900-gdf79404cd8, Yosys 0.63+post, stock flow scripts
make -C /OpenROAD-flow-scripts/flow DESIGN_CONFIG=/design/flow/config.mk WORK_HOME=/design/flow/orfs finish

===== config.mk =====
export PLATFORM = sky130hd
export DESIGN_NAME = Sram
export DESIGN_NICKNAME = Sram
export VERILOG_FILES = /design/flow/design.v
export SDC_FILE = /design/flow/constraint.sdc
export NUM_CORES = 4
export LEC_CHECK = 1
export CORE_UTILIZATION = 40

===== constraint.sdc =====
current_design Sram

set clk_period 2.8
set clk_io_pct 0.2

create_clock -name clk0 -period $clk_period [get_ports {clk}]

set non_clock_inputs [all_inputs -no_clocks]
set_input_delay [expr $clk_period * $clk_io_pct] -clock clk0 $non_clock_inputs
set_output_delay [expr $clk_period * $clk_io_pct] -clock clk0 [all_outputs]

===== design.v =====
module Sram#(
    parameter DATA_WIDTH = 8,
    parameter ADDR_WIDTH = 8
)(
    input clk,
    input rst_n, 
    input csen,  
    input wr_en,
    input [ADDR_WIDTH - 1 : 0] wr_addr,
    input [DATA_WIDTH - 1 : 0] wr_data,
    input rd_en,
    input [ADDR_WIDTH - 1 : 0] rd_addr,
    output [DATA_WIDTH - 1 : 0] rd_data 
);
localparam DATA_DEPTH = 2 ** ADDR_WIDTH;
reg [DATA_WIDTH - 1 : 0] mem [0 : DATA_DEPTH - 1];
reg [DATA_WIDTH - 1 : 0] rd_data_reg;
assign rd_data = rd_data_reg;
integer i;
always @(posedge clk or negedge rst_n) begin
    if (~rst_n) begin
        for (i = 0; i < DATA_DEPTH; i = i + 1) begin
            mem[i] <= {DATA_WIDTH{1'b0}};
        end
    end 
    else if (csen && wr_en) begin
        mem[wr_addr] <= wr_data;
    end
end
always @(posedge clk or negedge rst_n) begin
    if (~rst_n) begin
        rd_data_reg <= {DATA_WIDTH{1'bz}};
    end 
    else if (rd_en && csen) begin
        rd_data_reg <= mem[rd_addr];
    end
end
endmodule

==> CHANGELOG.md <==
### Changed

* Status: complete, but fails checks
* Failing checks: setup timing
* Fmax at approximately 290 MHz
* Total Power at ~68000 µW
* Initial antenna violation count at approximately 67
* Synth flops at about 2000
* Leakage at a little under 0.06 µW
* RSZ-0062 raised after global routing: yes
* Top comb family, area: multiplexers
* Cell Type Count at 75
* Tally of filler cells in the layout at 18750
* Comb pwr share at slightly below 8%
* Post-Syn Area at slightly above 0.09 mm²
* Final Hold Vio Count at 0
* Yosys warns at 3
* Fp util at between 40% and 50%
* DP Wirelength at between 400000 and 500000 µm
* Commonest flop: dfrtp_1
* Routed wire length at around 600000 µm
* GPL Wtd Cong at 1.134
* IO Count at 37
* Post-synth EDFFs at 0
* Clock Latency Late Sink at slightly above 0.9 ns
* Core Region at about 0.23 mm²
* Slew Limit Headroom at approximately 4.5%
* Dpl cells at approximately 11000
* Yosys adder share at 0%
* Vias in the first global route at about 80000
* Internal at just over 50000 µW
* Fraction of registers with async set/reset at around 100%
* Biggest area cells: dfrtp_1 55%, mux2_2 25%, a22oi_1 4.2%
* Gr ovfl total at 0
* Final Skew at 0.07804 ns
* Clock Power Share at between 40% and 50%
* Simple-Gate Area Share at 5.906%
* Min Tclk post-route at roughly 3.5 ns
* Synth mux share at between 20% and 30%
* R2R depth at 8
* Critical path class: input port to flop
* Ratio of cells with drive above 1 in the final layout at about half
* Wire per inst at approximately 50 µm
* Synth Seq Share at between 50% and 60%
* Yosys stat area at 0.09282 mm²
* Final Cell Area at 0.1250 mm²
* First drt pass iteration count at 8
* Htree depth at 4
* Sw Share at between 20% and 30%
* # rows at between 150 and 200
* Final Core Density at a little over half
* Cell count after synthesis at slightly above 7000
* Number of routed nets with antenna violations at 0
* TritonCTS Buffers at around 220
* Cycle use final at 124.1%
* Least-Margin Pin Slew at around 1.4 ns
* Vias per Instance at 6.627
* WL met3 at slightly above 90000 µm
* Layout area overhead at 34.72%
* Starting DRC count in detailed routing at a little over 7000
* Aoi share at 10.81%
* PwrDens at approximately 550 mW/mm²
* Final Max Tran Viols at 0
* Crit path launch type: input port
* Chip Width at about 480 µm
* Wire length on met2 at about 230000 µm
* Clk buf depth at 3
* Top sig layer: met5
* Max Cap Violations at 0
* Net Sw Power at around 17000 µW
* First-pass GRT wire length at between 700000 and 800000 µm
* Setup violators final at 8
* Area fraction in xor and xnor cells at less than 1%
* Hold WS at between 0.15 and 0.2 ns
* Port bufs at 36
* WP data arrival at between 4 and 5 ns
* Hold depth at 2
* Die area at approximately 0.23 mm²
* Placed inst area at 0.1135 mm²
* OpenROAD warning count at 33
* Die height at 483.7 µm
* Critical Path RT at 3.54 ns
* Wire length on met1 at between 200000 and 250000 µm
* CTS tree: yes
* Synth area leader: dfrtp_1
* Sequential Power Share at between 40% and 50%
* Nature of the critical path endpoint: flop
* Maximum vdd ir drop at just over 0.0006 V
* Critical path fanouts, max at 6
* Yosys top cell area share at 55.43%
* Clock Sinks at between 2000 and 2500
* Number of cells in Yosys stat at ~7100
* All-Layer GR Usage at 52.74%
* Clock Tree Root: clkbuf_16
* Via count at ~79000
* Largest net degree at the start of global routing at between 100 and 150
* Synthesized area per cell at between 10 and 15 µm²
* Fin cells at approximately 12000
* Worst-path clk slew at about 0.06 ns
* Worst min-delay path class: input port to flop
* Max FFs per register at ~2000
* # DRC at 0
* Final worst setup slack at -0.6762 ns
[placed cells by master (no fill, tap or decap), types with 34 or more instances in the layout]
| cell type | netlist | layout |
|---|---|---|
| dfrtp_1 | 2056 | 2054 |
| mux2_2 | 2053 | 2053 |
| buf_4 | 16 | 1300 |
| a22oi_1 | 514 | 487 |
| buf_12 | 0 | 458 |
| nor2_1 | 279 | 259 |
| clkbuf_16 | 0 | 232 |
| nand2_1 | 223 | 223 |
| o22ai_1 | 188 | 176 |
| a32oi_1 | 156 | 148 |
| nand3_1 | 125 | 115 |
| a222oi_1 | 81 | 81 |
| a22o_1 | 79 | 79 |
| nand4_1 | 77 | 77 |
| a21oi_1 | 81 | 77 |
| buf_6 | 14 | 66 |
| diode_2 | 0 | 65 |
| and3_1 | 67 | 60 |
| clkbuf_8 | 0 | 59 |
| clkinv_2 | 0 | 45 |
| nor3_1 | 54 | 42 |
| clkbuf_1 | 370 | 40 |
| o21ai_0 | 39 | 38 |
| a221oi_1 | 47 | 34 |
[Yosys cell counts, types with 67 or more instances]
master,instances
a22o_1,79
nand4_1,77
dfrtp_1,2056
nor4_1,79
a22oi_1,514
nand2_1,223
clkbuf_1,370
o22ai_1,188
a32oi_1,156
nor2_1,279
buf_2,141
a21oi_1,81
nand3_1,125
and3_1,67
a222oi_1,81
mux2_2,2053
[cell type report]
class                   instances  area, µm²  share of cell area [%]
flip-flops and latches       2056      51450                   41.15
multi-input cells            4449      40630                   32.49
repair buffers               1897      21020                   16.81
clock buffers                 323       6568                   5.252
well taps                    3026       3786                   3.028
clock inverters                91       1395                   1.116
diodes                         65      162.7                  0.1301
inverters                       6      22.52                 0.01801
[worst max-delay path: stages]
cell and delay (ns):
buf_12 0.12, buf_12 0.14, buf_4 0.13, buf_4 0.14, nand4b_1 0.17, buf_12 0.18, buf_4 0.13, buf_4 0.11
nor2_1 0.09, buf_4 0.21, a32oi_2 0.22, nand4_1 0.35, nor4_1 0.38, buf_4 0.21, nand4_1 0.42, nor4_2 0.38
buf_4 0.16, o21ai_2 0.04
[cell families after synthesis]
logic type,Yosys count
simple gates,1056
buf+inv,591
compound gates,1321
flops,2056
xor+xnor,5
mux,2066
[repair_timing]
item	CTS	global route
setup endpoints to repair	8	8
pin swaps	61	78
hold endpoints to repair	50	0
resized	259	161
hold buffers	2	0
setup buffers	65	61
gates cloned	6	8
[power by group through the flow]
stage         clock network [µW]  logic (µW)  registers, µW
CTS                        32000        4960          31000
global route               33100        5360          31100
finish                     31800        5250          31100
[worst paths after layout]
check	start	end	slack, ns
worst min-delay path	wr_data[2]	mem[152][2]$_DFFE_PN0P_	0.19
worst max register to register	mem[135][3]$_DFFE_PN0P_	rd_data_reg[3]$_DFFE_PN0P_	-0.66
worst min register to register	mem[183][5]$_DFFE_PN0P_	mem[183][5]$_DFFE_PN0P_	0.50
min in group asynchronous	rst_n	mem[110][5]$_DFFE_PN0P_	0.45
max in group asynchronous	rst_n	mem[141][0]$_DFFE_PN0P_	1.44
worst max-delay path	rd_addr[4]	rd_data_reg[3]$_DFFE_PN0P_	-0.68
[stage by stage]
step                setup TNS, ns  setup WS [ns]
finish                     -3.654        -0.6762
detailed placement        -289.69         -2.209
global route               -3.091        -0.6129
floorplan                       0       0.005782
global placement          -288.28         -2.646
CTS                        -1.997        -0.3923
[routing by layer]
layer	track usage, %	vias up
li1	-	30370
met1	63.35	41320
met2	67.26	5419
met3	33.60	1795
met4	40.80	52
met5	1.408	-
Power is estimated from default activity; no workload was simulated.
